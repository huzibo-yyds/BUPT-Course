$ cat design/flow/run.sh
#!/bin/bash
# OpenROAD 26Q1-2900-gdf79404cd8, Yosys 0.63+post, stock flow scripts
make -C /OpenROAD-flow-scripts/flow DESIGN_CONFIG=/design/flow/config.mk WORK_HOME=/design/flow/orfs finish
$ cat design/flow/design.v
`timescale 1 ns / 1 ns
module mem(data_in,addr,read,write,data_out);
input[7:0] data_in;
output[7:0] data_out;
input[4:0] addr;
input read,write;
reg[7:0] memory [31:0];
reg[7:0] data_reg;   
always@(posedge write)   
begin
	memory[addr] <= data_in;
end
always@(*)   
begin
	if(read)
		data_reg=memory[addr];   
	else
		data_reg=8'd0;
end
assign data_out=read?data_reg:8'bz;   
endmodule
$ cat design/flow/config.mk
export PLATFORM = sky130hd
export DESIGN_NAME = mem
export DESIGN_NICKNAME = mem
export VERILOG_FILES = /design/flow/design.v
export SDC_FILE = /design/flow/constraint.sdc
export NUM_CORES = 4
export LEC_CHECK = 1
export CORE_UTILIZATION = 40
$ cat design/flow/constraint.sdc
current_design mem

set clk_period 1.8
set clk_io_pct 0.2

create_clock -name clk0 -period $clk_period [get_ports {write}]

set non_clock_inputs [all_inputs -no_clocks]
set_input_delay [expr $clk_period * $clk_io_pct] -clock clk0 $non_clock_inputs
set_output_delay [expr $clk_period * $clk_io_pct] -clock clk0 [all_outputs]
==> impl_metrics.tcl <==
# yosys + openroad results
set metrics [dict create \
    clkSinkCount 256 \
    fin_crit_ps 2230 \
    cts_tree "yes" \
    power_frac_clock_pct 37.3 \
    crit_family "simple AND/OR/NAND/NOR gates" \
    overflow 0 \
    layout_top_cell "edfxtp_1" \
    yosysWarningCount 2 \
    cts_buffer_depth 3 \
    drc 0 \
    report.power.total_w 0.0126 \
    vias 5845 \
    postCtsHoldBufs 0 \
    p_leak_nw 4.78 \
    hold_viol 0 \
    syn-cell-area_um2 10100 \
    path_buffers 4 \
    combPwrFrac_pct 9.5 \
    switching_share_pct 20.9 \
    hold_slack_ps 487 \
    drtIter0Drc 327 \
    top_register "memory" \
    slowest_delay_ps 600 \
    fp_util_pct 41.1 \
    max_freq_ghz 0.448 \
    rsz0062_at_grt "yes" \
    criticalPathCategory "input port to primary output" \
    path_cells "buf_8, buf_6, or4b_4, buf_8, o22ai_4, nor4_4, nand2_1, buf_2" \
    ant_nets 0 \
    arrival_ps 1870 \
    crit_path_end_kind "primary output" \
    rows 57 \
    syn_inst 570 \
    dieArea_um2 25800 \
    synth-edff-count 256 \
    synth_cell_types 24 \
    portBuffers 21 \
    timing_max_transition_violations_final 0 \
    top_cell_area_share_pct 76.4 \
    grt_pass1_wl_um 36300 \
    max-slew-margin-rel_pct 71.6 \
    critPathMaxFanout 7 \
    seq_area_frac_synth_pct 76.4 \
    internal_power_w 0.00999 \
    wirelength_um 24200 \
    antenna_found_initial 0 \
    n_antenna_cell 0 \
    warning_count 29 \
    synthFlopType "edfxtp_1" \
    area_leaders "edfxtp_1 (76%), mux2i_1 (13%), o22ai_1 (3.9%)" \
    p_seq_share_pct 53.3 \
    max_cap_viol_count 0 \
    worstPathRequired_ps 1440 \
    fp.dieH_um 161 \
    setup_ws_ps -433 \
    ir_drop_v 0.000525 \
    grt_usage_pct 20.8 \
    largest_reg_flops 256 \
    design_area_um2 14200 \
    cts_buffers 26 \
    drive_above_1_share_pct 46.9 \
    yosys.area.top_type "edfxtp_1" \
    avgSynthCellArea_um2 17.7 \
    reg.largest.list "memory: 256 flops" \
    coreArea_um2 24500 \
    powerDensity_nw_per_um2 890 \
    post_drt_wl_per_cell_um 22.8 \
    status "complete, but fails checks" \
    htree_levels 1 \
    dpl.hpwl_um 14300 \
    clockRootBuffer "clkbuf_16" \
    synth-async-reset-ratio_pct 0 \
    areaGrowthSynthToFinish_pct 41.1 \
    tightest_slew_ps 426 \
    path_clk_slew_ps 60 \
    start_kind "input port" \
    grt_max_degree 33 \
    gp_congestion 0.950 \
    io_pins 23 \
    hold_class "input port to flip-flop" \
    finalClockPeriodUsage_pct 124 \
    grt_pass1_vias 6168 \
    dpl_worst_slack_ps -1400 \
    ys_chip_area_um2 10100 \
    post-route-util_pct 58.0 \
    cp_slowest_cell "or4b_4" \
    lay_top_cells "edfxtp_1 (256), buf_4 (91), mux2i_1 (65)" \
    die_x_um 161 \
    postPlaceCellArea_um2 11600 \
    crit_top_cell "buf_8" \
    first_pass_iters 5 \
    failed_checks "negative setup slack" \
    ys_cells 570 \
    ys.flops 256 \
    switching_power_w 0.00264 \
    routed_via_density 5.49 \
    setup_viol 8 \
]
[through the flow]
step / setup TNS [ps] / std cells
after floorplan: -19710 / 570
after global placement: -80090 / 984
after detailed placement: -80810 / 984
after CTS: -3320 / 1055
after global routing: -3630 / 1064
final: -3220 / 1064
[power by group through the flow]
stage	combinational [W]	clock [W]	sequential, W
after CTS	0.00111	0.00481	0.00672
after global routing	0.00126	0.00501	0.00674
final	0.00120	0.00471	0.00673
[layer usage]
layer / wire length [um] / GRT usage [%] / vias up
met3: 2770 / 10.1 / 37
met1: 9520 / 29.8 / 2883
met4: 732 / 5.84 / 0
li1: - / - / 2633
met5: 0 / 0 / -
met2: 11200 / 30.6 / 292
[cell families (layout without fill, tap and decap cells)]
kind of cell	after synthesis	in the layout	share of synthesized area, %
multiplexers	128	128	12.7
flip-flops	256	256	76.4
AND-OR/OR-AND	64	64	4.04
buffers and inverters	37	207	1.93
AND/OR/NAND/NOR	85	85	4.90
[Yosys cell counts (2+ instances only)]
library cell / instances
buf_6: 3
nand4b_1: 4
nand3b_1: 2
or3b_2: 2
nand4bb_1: 6
buf_2: 23
edfxtp_1: 256
nor3_1: 4
o22ai_1: 63
clkbuf_1: 10
or4b_1: 3
nand2_1: 11
mux2i_1: 128
nor4_1: 16
nor2_1: 29
nand2b_1: 2
[repair_timing]
item / in CTS / in global routing
pin swaps: 58 / 28
gates cloned: 8 / 1
gates resized: 254 / 56
buffers inserted: 30 / 12
setup endpoints to repair: 8 / 8
[final cells by class]
| class | instances | area (um2) |
|---|---|---|
| clock buffers | 34 | 702 |
| clock inverters | 8 | 41.3 |
| fillers | 1649 | 10300 |
| multi-input cells | 277 | 3520 |
| flip-flops and latches | 256 | 7690 |
| well taps | 324 | 405 |
| repair buffers | 165 | 1840 |
[path summary, 6_finish.rpt]
| kind | slack (ps) | depth (start not counted) | endpoint | from |
|---|---|---|---|---|
| hold / removal | 490 | 4 | memory[26][2] | addr[2] |
| setup / recovery | -430 | 8 | data_out[7] | addr[0] |
