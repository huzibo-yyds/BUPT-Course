`./run.sh`:
```
#!/bin/bash
# OpenROAD 26Q1-2900-gdf79404cd8, Yosys 0.63+post, stock flow scripts
make -C /OpenROAD-flow-scripts/flow DESIGN_CONFIG=/design/flow/config.mk WORK_HOME=/design/flow/orfs finish
```
`./config.mk`:
```
export PLATFORM = sky130hd
export DESIGN_NAME = cpu
export DESIGN_NICKNAME = cpu
export VERILOG_FILES = /design/flow/design.v
export SDC_FILE = /design/flow/constraint.sdc
export NUM_CORES = 4
export LEC_CHECK = 1
export CORE_UTILIZATION = 40
```
`./constraint.sdc`:
```
current_design cpu

set clk_period 6.9
set clk_io_pct 0.2

create_clock -name clk0 -period $clk_period [get_ports {clock}]

set non_clock_inputs [all_inputs -no_clocks]
set_input_delay [expr $clk_period * $clk_io_pct] -clock clk0 $non_clock_inputs
set_output_delay [expr $clk_period * $clk_io_pct] -clock clk0 [all_outputs]
```
`./design.v`:
```
`timescale 1 ns / 100 ps
module alu(out,zero,opcode,data,accum);
input[7:0] data,accum;   
input[2:0] opcode;
output zero;
output[7:0] out;
reg[7:0] out;
parameter PASS0=3'b000,
	  PASS1=3'b001,
	  ADD=3'b010,
	  AND=3'b011,
	  XOR=3'b100,
	  PASSD=3'b101,
	  PASS6=3'b110,
	  PASS7=3'b111;
always@(*)
begin
  case(opcode)
    PASS0 : out=#3.5 accum;   
	PASS1 : out=#3.5 accum;   
	ADD : out=#3.5 accum+data;   
	AND : out=#3.5 accum&data;   
	XOR : out=#3.5 accum^data;   
	PASSD : out=#3.5 data;   
	PASS6 : out=#3.5 accum;   
	PASS7 : out=#3.5 accum;   
  endcase
end
assign #1.2 zero=!accum;   
endmodule
`timescale 1 ns / 1 ns
module control (clk,rst_,zero,opcode,sel,rd,wr,ld_ir,ld_ac,ld_pc,inc_pc,halt,data_e);
input clk;           
input rst_;          
input zero;          
input [2:0] opcode;  
output reg sel;      
output reg rd,wr;    
output reg ld_ir;    
output reg ld_ac;    
output reg ld_pc;    
output reg inc_pc;   
output reg halt;     
output reg data_e;   
reg [2:0] state;     
reg [2:0] next_state;
reg rd_op,wr_op,ld_ac_op,ld_pc_op,inc_pc_op1,inc_pc_op2,data_e_op,halt_op;   
always@(posedge clk or negedge rst_)
begin
if(!rst_)
state<=3'b000;
else
state<=next_state;
end
always@(*)
begin
case(state)   
3'b000 : next_state=3'b001;   
3'b001 : next_state=3'b011;
3'b011 : next_state=3'b010;
3'b010 : next_state=3'b110;
3'b110 : next_state=3'b111;
3'b111 : next_state=3'b101;
3'b101 : next_state=3'b100;
3'b100 : next_state=3'b000;
endcase
end
always@(posedge clk or negedge rst_)
begin
if(!rst_)
begin 
sel<=0;
rd<=0;
wr<=0;
ld_ir<=0;
ld_ac<=0;
ld_pc<=0;
inc_pc<=0;
halt<=0;
data_e<=0;
end
else
begin
case(state)
3'b000 : begin    
sel<=1;
rd<=0;
wr<=0;
ld_ir<=0;
ld_ac<=0;
ld_pc<=0;
inc_pc<=0;
halt<=0;
data_e<=0;
end
3'b001 : begin    
sel<=1;
rd<=1;
wr<=0;
ld_ir<=0;
ld_ac<=0;
ld_pc<=0;
inc_pc<=0;
halt<=0;
data_e<=0;
end
3'b011 : begin   
sel<=1;
rd<=1;
wr<=0;
ld_ir<=1;
ld_ac<=0;
ld_pc<=0;
inc_pc<=0;
halt<=0;
data_e<=0;
end
3'b010 : begin   
sel<=1;
rd<=1;
wr<=0;
ld_ir<=1;
ld_ac<=0;
ld_pc<=0;
inc_pc<=0;
halt<=0;
data_e<=0;
end
3'b110 : begin   
sel<=0;
rd<=0;
wr<=0;
ld_ir<=0;
ld_ac<=0;
ld_pc<=0;
inc_pc<=1;   
halt<=halt_op;
data_e<=0;
end
3'b111 : begin   
sel<=0;
rd<=rd_op;
wr<=0;
ld_ir<=0;
ld_ac<=0;
ld_pc<=0;
inc_pc<=0;
halt<=0;
data_e<=0;
end
3'b101 : begin   
sel<=0;
rd<=rd_op;
wr<=0;
ld_ir<=0;
ld_ac<=0;
ld_pc<=ld_pc_op;
inc_pc<=inc_pc_op1;
halt<=0;
data_e<=data_e_op;
end
3'b100 : begin   
sel<=0;
rd<=rd_op;
wr<=wr_op;
ld_ir<=0;
ld_ac<=ld_ac_op;
ld_pc<=ld_pc_op;
inc_pc<=inc_pc_op2;
halt<=0;
data_e<=data_e_op;
end		
endcase
end
end
always@(*)
begin
if(!rst_)
begin
rd_op=0;
wr_op=0;
ld_ac_op=0;
ld_pc_op=0;
inc_pc_op1=0;
inc_pc_op2=0;
data_e_op=0;
halt_op=0;
end
else
begin
case(opcode)
3'd0 : begin   
rd_op=0;
wr_op=0;
ld_ac_op=0;
ld_pc_op=0;
inc_pc_op1=0;
inc_pc_op2=0;
data_e_op=1;
halt_op=1;   
end
3'd1 : begin   
rd_op=0;
wr_op=0;
ld_ac_op=0;
ld_pc_op=0;
inc_pc_op1=zero;
inc_pc_op2=zero;
data_e_op=1;
halt_op=0;		  
end
3'd2 : begin   
rd_op=1;
wr_op=0;
ld_ac_op=1;
ld_pc_op=0;
inc_pc_op1=0;
inc_pc_op2=0;
data_e_op=0;
halt_op=0;		  
end
3'd3 : begin   
rd_op=1;
wr_op=0;
ld_ac_op=1;
ld_pc_op=0;
inc_pc_op1=0;
inc_pc_op2=0;
data_e_op=0;
halt_op=0;		  
end
3'd4 : begin   
rd_op=1;
wr_op=0;
ld_ac_op=1;
ld_pc_op=0;
inc_pc_op1=0;
inc_pc_op2=0;
data_e_op=0;
halt_op=0;		  
end	
3'd5 : begin   
rd_op=1;
wr_op=0;
ld_ac_op=1;
ld_pc_op=0;
inc_pc_op1=0;
inc_pc_op2=0;
data_e_op=0;
halt_op=0;		  
end
3'd6 : begin   
rd_op=0;
wr_op=1;
ld_ac_op=0;
ld_pc_op=0;
inc_pc_op1=0;
inc_pc_op2=0;
data_e_op=1;
halt_op=0;		  
end
3'd7 : begin   
rd_op=0;
wr_op=0;
ld_ac_op=0;
ld_pc_op=1;
inc_pc_op1=0;
inc_pc_op2=1;
data_e_op=1;
halt_op=0;		  
end	
endcase
end
end
endmodule
`timescale 1 ns / 1 ns
module counter ( cnt, clk, data, rst_, load ) ;
output [4:0] cnt ;
input [4:0] data ;
input clk ;
input rst_ ;
input load ;
reg [4:0] cnt ;
 always @ ( posedge clk or negedge rst_ )
 if ( !rst_ )
 #1.2 cnt <= 0 ; 
 else
 if ( load )
 cnt <= #3 data ; 
 else 
 cnt <= #4 cnt + 1 ; 
endmodule
`timescale 1 ns / 1 ns 
module cpu 
 ( 
 rst_,clock,rd,wr,data_in,data_out,addr,halt,pc_addr,ir_addr,opcode
 ); 
input rst_;
input clock;
output  rd;
output  wr;
output [7:0] data_in; 
reg [7:0] data_in;
input [7:0] data_out;
output [4:0] addr; 
output halt;
 wire [7:0] alu_out ; 
 wire [7:0] ir_out ; 
 wire [7:0] ac_out ; 
 output [4:0] pc_addr ; 
 output [4:0] ir_addr ; 
 output [2:0] opcode ;
 assign opcode = ir_out[7:5]; 
 assign ir_addr = ir_out[4:0]; 
 control ctl1 
 ( 
 .rd (rd ),
 .wr (wr ), 
 .ld_ir (ld_ir ), 
 .ld_ac (ld_ac ), 
 .ld_pc (ld_pc ), 
 .inc_pc (inc_pc ), 
 .halt (halt ), 
 .data_e (data_e ), 
 .sel (sel ), 
 .opcode (opcode ), 
 .zero (zero ), 
 .clk (clock ), 
 .rst_ (rst_ ) 
 ); 
 alu alu1  
 ( 
 .out (alu_out ), 
 .zero (zero ), 
 .opcode (opcode ), 
 .data (data_out ), 
 .accum (ac_out ) 
 ); 
 register ac   
 ( 
 .out (ac_out ), 
 .data (alu_out ), 
 .load (ld_ac ), 
 .clk (clock ), 
 .rst_ (rst_ ) 
 ); 
 register ir   
 ( 
 .out (ir_out ), 
 .data (data_out ), 
 .load (ld_ir ), 
 .clk (clock ), 
 .rst_ (rst_ ) 
 ); 
 scale_mux #(5) smx  
 ( 
 .out (addr ),
 .sel (sel ), 
 .b (pc_addr ), 
 .a (ir_addr ) 
 ); 
 counter pc 
 ( 
 .cnt (pc_addr ), 
 .data (ir_addr ), 
 .load (ld_pc ), 
 .clk (inc_pc ), 
 .rst_ (rst_ ) 
 ); 
 always@(*) data_in = (data_e) ? alu_out: 8'bz; 
endmodule
`timescale 1 ns / 1 ns
module dffr(clk,rst_,d,q,q_);
	input clk,rst_;  
	input d;         
	output q,q_;     
	reg qout_r;
	always @(posedge clk or negedge rst_)
	begin :DFFR_PROC
	  if (rst_ == 1'b0)
	    qout_r <= 1'b0;
	  else                  
	    qout_r <= d;
	end
	assign q = qout_r;
	assign q_ = q;
endmodule
`timescale 1 ns / 1 ns
module mux (a,b,sel,out);
	input a,b;  
	input sel;  
	output out; 
	wire sel_,sel_a,sel_b;
	not (sel_,sel);        
	and (sel_b,sel,b);     
	and (sel_a,sel_,a);       
	or  (out,sel_a,sel_b); 
endmodule
`timescale 1 ns / 1 ns 
module register (clk,rst_,load,data,out);
	input clk,rst_,load; 
	input [7:0] data;
	output [7:0] out;
	wire [7:0] d;
genvar i;     
generate     
	for(i=0;i<=7;i=i+1)
		begin : G1 
		mux U1(.a(out[i]),.b(data[i]),.sel(load),.out(d[i]));
		dffr U2(.clk(clk),.rst_(rst_),.d(d[i]),.q(out[i]),.q_());
	end
endgenerate  	  	  
endmodule
module scale_mux(out,sel,b,a);
parameter size=8;
output[size-1:0] out;
input[size-1:0]b,a;
input sel;
reg[size-1:0] out;
	always@(sel or a or b)
		if(!sel) out=a;
		else out=b;
endmodule
```
==> results.ini <==
[detailed_routing]
routed_wl_um=4480
wl_met3_um=201
highest_layer=met4
vias=1630
dr.pass1.iters=4
dr.first_iter.drc_count=141
met1_length_um=2270
routed-wl-met2_um=1930
vias_per_cell=5.21
wl_per_cell_um=14.3
drc=0
ant_nets=0
n_antenna_cell=0

[clock_tree]
cts_htree_levels=1
cts_resized=0
cts_setup_buffers=0
clkTransAtPathRegs_ps=100
cts_buffers=3
cts_tree=done
cts_root_buffer=clkbuf_8
ctsHoldBuffers=0
cts_buffer_depth=2
clock_latency_ps=280

[logic_synthesis]
adder_share_pct=8.41
yosys.area_share.simple_pct=12.8
ys_sh_mux_pct=13.0
ys_top_logic_family=AND-OR/OR-AND gates
async_flop_share_pct=100
synth_cell_types=42
syn_avg_cell_area_um2=9.65
syn_inst=225
ys_chip_area_mm2=0.00217
ys_cells=225
yosys_warnings=14
synth-seq-cells=32
ys_seq_share_pct=36.9
synth_area_mm2=0.00217
synthFlopType=dfrtp_1
synth-compound-area-share_pct=16.7
ys_sh_xor_pct=2.82
edf_count=0

[placed_design]
place.gp.congestion=0.896
io_buffers=38
dp_hpwl_um=3240

[layout]
syn2layout_area_growth_pct=17.0
drive_gt1_share_pct=11.5
lay_top_count=clkdlybuf4s50_1
mostFrequentLayoutCells=38 x clkdlybuf4s50_1, 32 x dfrtp_1, 24 x nand2_1, 18 x mux2_2, 14 x o21ai_0

[flow_run]
max_cap_violations=0
warnings=28

[power_and_ir_drop]
p_sw_share_pct=31.5
peakVddDrop_mv=0.0784
p_leak_nw=1.08
p_clk_share_pct=22.6
p_seq_share_pct=44.8
power_density_mw_per_mm2=165
p_switching_mw=0.132
p_int_mw=0.288
pwr-share-comb_pct=32.5

[status]
status=completed

[hold_path]
min_path_cells=2
hp-class=register to register

[worst_setup_path]
reg2reg_slack_ps=4730
required_ps=5520
startpoint_type=primary input
crit_fanout=7
critical_path_class=primary input to output pin
worst_ep_arrival_time_ps=3880
ff2ff_path_depth=8
worstSetupEndpointType=output pin

[floorplan]
coreArea_mm2=0.00517
rows=26
ioPinCount=39
chipArea_mm2=0.00573
die_x_um=75.7
fp_util_pct=42.0
die_h_um=75.7

[final_timing]
fin_skew_ps=6.38
hold-worst-slack_ps=568
untimed_endpoints=10
finalSetupViolations=0
unclocked_regs=5
finalMaxSlewViolations=0
final_hold_viol_count=0
fin_tns_setup_ps=0
period_needed_ps=5260
slew_headroom_pct=57.3
fin_crit_sh_pct=76.3
fmax_mhz=190
rsz0062_at_grt=no
tightest_slew_ps=641

[grt]
grt_first_pass_wirelength_um=7270
antenna_found_initial=0
grt_max_degree=36
grt_pass1_vias=1483
grt.total_usage_pct=17.3
grt-ovfl-total=0

[power by group through the flow]
stage         combinational (mW)  sequential [mW]  clock [mW]
CTS                        0.138            0.188      0.0995
global route               0.152            0.191       0.105
finish                     0.136            0.188      0.0950
[worst max-delay path by stage]
| stage | from | end | cells past startpoint |
|---|---|---|---|
| after CTS | data_out[4] | data_in[7] | 8 |
| after global routing | data_out[0] | data_in[6] | 10 |
| final | data_out[4] | data_in[7] | 8 |
[synthesized netlist by cell type (3+ instances only)]
cell type	number	area share, %
dfrtp_1	32	37
nand2_1	24	4.2
mux2_2	18	9.3
buf_4	16	5.5
o21ai_0	14	3.2
ha_1	13	7.5
inv_1	11	1.9
a21oi_1	9	2.1
nor2_1	9	1.6
mux2i_1	8	3.7
nand3_1	5	1.2
nor3_1	5	1.2
buf_2	4	0.92
clkbuf_1	4	0.69
xnor2_1	4	1.6
nand2b_1	3	0.86
o211ai_1	3	1.0
o22ai_1	3	0.86
o2bb2ai_1	3	1.2
o31ai_1	3	1.0
xor2_1	3	1.2
[logic make-up after synthesis]
| group | after synthesis |
|---|---|
| AND-OR/OR-AND | 51 |
| XOR/XNOR | 7 |
| adder cells (fa/ha/maj) | 14 |
| buffers and inverters | 37 |
| flip-flops | 32 |
| multiplexers | 26 |
| AND/OR/NAND/NOR | 58 |
[metrics by stage]
step | setup slack, ps | utilization [%] | power, mW | area [µm²] | cells
2_1_floorplan | 2550 | - | 0.287 | 2170 | 225
3_3_place_gp | 1660 | 48.2 | 0.328 | 2490 | 309
3_5_place_dp | 1650 | 48.2 | 0.327 | 2490 | 309
4_1_cts | 1620 | 49.1 | 0.425 | 2540 | 313
5_1_grt | 1460 | 49.1 | 0.448 | 2540 | 313
6_report | 1640 | 49.1 | 0.420 | 2540 | 313
[final cells by class]
cell class | count | area, µm²
fillers | 473 | 2630
repair buffers | 40 | 395
flip-flops and latches | 32 | 801
clock buffers | 3 | 41.3
multi-input cells | 156 | 1170
clock inverters | 1 | 7.51
inverters | 11 | 41.3
well taps | 70 | 87.6
[layer usage]
layer,up-vias,track usage (%)
met3,6,1.34
met1,767,27.5
met5,-,0
met2,42,26.9
li1,815,-
met4,0,3.29
[worst max-delay path, cell delays in order]
cell             delay, ps
clkdlybuf4s50_1        450
ha_1                   410
and3_4                 220
a2111oi_4              420
o21ai_2                 90
xor2_1                 160
a221o_1                360
clkdlybuf4s50_1        410
Power figures rest on the tool's default switching activity, not on a simulated workload.
